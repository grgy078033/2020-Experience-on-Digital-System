==> flow/run.sh <==
#!/bin/bash
# OpenROAD 26Q1-2900-gdf79404cd8, Yosys 0.63+post, stock flow scripts
make -C /OpenROAD-flow-scripts/flow DESIGN_CONFIG=/design/flow/config.mk WORK_HOME=/design/flow/orfs finish
==> flow/config.mk <==
export PLATFORM = sky130hd
export DESIGN_NAME = AS
export DESIGN_NICKNAME = AS
export VERILOG_FILES = /design/flow/design.v
export SDC_FILE = /design/flow/constraint.sdc
export NUM_CORES = 4
export LEC_CHECK = 1
export CORE_AREA = 10 10 70 70
export DIE_AREA = 0 0 80 80
==> flow/constraint.sdc <==
current_design AS

set clk_period 2.5
set clk_io_pct 0.2

create_clock -name clk0 -period $clk_period

set non_clock_inputs [all_inputs -no_clocks]
set_input_delay [expr $clk_period * $clk_io_pct] -clock clk0 $non_clock_inputs
set_output_delay [expr $clk_period * $clk_io_pct] -clock clk0 [all_outputs]
==> flow/design.v <==
`timescale 10ns / 1ps
`timescale 10ns / 1ps
module HA(s, c, x, y);
input x, y;
output s, c;
	xor u_xor(s,x,y);
	and u_and(c,x,y);
endmodule
module FA(s, c_out, x, y, c_in);
input x, y, c_in;
output s, c_out;
wire s1, c1, c2;
HA ha_1(.s(s1), .c(c1), .x(x), .y(y));
HA ha_2(.s(s), .c(c2), .x(c_in), .y(s1));
or u_or(c_out,c1,c2);
endmodule
module AS(sel, A, B, S, O);
input [3:0] A, B;
input sel;
output [3:0] S;
output O;
wire c1, c2, c3,c4;
wire xor0,xor1,xor2,xor3;
xor u_xor0(xor0,B[0],sel);
xor u_xor1(xor1,B[1],sel);
xor u_xor2(xor2,B[2],sel);
xor u_xor3(xor3,B[3],sel);
FA fa_0(.s(S[0]), .c_out(c1), .x(A[0]), .y(xor0), .c_in(sel));
FA fa_1(.s(S[1]), .c_out(c2), .x(A[1]), .y(xor1), .c_in(c1));
FA fa_2(.s(S[2]), .c_out(c3), .x(A[2]), .y(xor2), .c_in(c2));
FA fa_3(.s(S[3]), .c_out(c4), .x(A[3]), .y(xor3), .c_in(c3));
xor u_xor4(O,c4,c3);
endmodule
==> qor.txt <==
Peak VDD IR: 0.1136 mV
Hold Path Cell Cnt: 3
Critical Path RT: 2000 ps
Filler cells: 399
Inst Count DP: 78
mean cell area of the mapped netlist: 8.758 µm²
startpoint types: input port
I/O Buffers: 14
hold path start: A[0]
post-place setup slack: -984.5 ps
DRT iter0 DRCs: 0
dpl hpwl: 495.1 µm
max frequency: 381.6 MHz
Final Hold Viols: 0
P_leak: 0.1676 nW
GRT Util Overall: 1.602%
Post-Route WL: 551 µm
post-layout util: 11.06%
chip area: 0.006400 mm²
largest net degree at the start of global routing: 4
# Cells Yosys: 19
setup repair after global routing missed its margin: yes
critical path, cell by cell: buf_8 -> mux2i_4 -> fa_2 -> inv_2 -> fa_2 -> inv_2 -> fa_2 -> inv_2 -> buf_2
num ports: 14
status: finished, violations left
WHS: 1599 ps
FP Core Util: 4.872%
slew margin rel.: 85.83%
layout cell share with drive strength beyond 1: 63.64%
fin crit period: 2620 ps
slowest stage delay, CP: 530 ps
first-pass GRT wire length: 814 µm
DR DRC count: 0
critical path's slowest cell: fa_2
Tcrit/Tclk final: 104.8%
Hold Path Class: in -> out
vias in the first global route: 174
Mapped Cells: 19
Top delay family on crit path: adder cells
cts hold-fix bufs: 0
Crit Path Class: in -> out
setup ws final: -120.2 ps
antenna cells: 0
Routed Antenna Nets: 0
RePlAce Congestion: 0.6968
Tightest Pin Transition: 211.0 ps
row cnt: 21
synthesized area: 166.4 µm²
TritonRoute pass-1 iters: 1
Comb area: 148.9 µm²
DR vias/cell: 1.835
die height: 80 µm
Max Cap Viol: 0
Yosys Chip Area: 166.4 µm²
register area: 0 µm²
Slew Limit Fails: 0
registers: 0
YS warnings: 0
Critical Path AT: 2120 ps
clkbuf count: 0
Worst setup EP type: output pin
Netlist cell types: 6
core area: 0.003416 mm²
Worst Hold Endpoint: S[0]
Vias: 145
Seq/Total Area, Yosys: 0%
die width: 80 µm
Log Warnings: 34
Area growth syn-to-layout: 127.1%
Pwr Density: 247.4 mW/mm²
Final Power: 0.00009348 W
failing checks: negative setup slack
CP max FO: 2
WP buf/inv: 5
residual overflow from global routing: 0
final cell count without fillers: 79
# setup viols final: 2
initial antenna violation count: 0
wire per inst: 6.975 µm
==> routing by layer <==
layer  track usage (%)  share of wire [%]
met5                 0                  0
met4                 0                  0
met3             1.023                 18
met2             1.445                 23
met1             2.811                 59
==> layout make-up <==
cell class / count / share of cell area (%)
well taps: 46 / 15.23
multi-input cells: 9 / 39.40
repair buffers: 18 / 39.40
inverters: 6 / 5.960
==> cells in the mapped netlist <==
cell | count | share of area [%]
mux2i_1 | 1 | 6.0
fa_1 | 3 | 36
xnor2_1 | 3 | 16
xor2_1 | 2 | 11
buf_4 | 4 | 18
inv_1 | 6 | 14
==> worst min-delay path, cell delays in order <==
cell and delay (ps):
buf_2 120, xor2_1 70, clkdlybuf4s50_1 410
==> logic make-up (layout without fill, tap and decap cells) <==
family | Yosys count | after routing | synth area share [%]
buffers and inverters | 10 | 24 | 31.58
adders and majority gates | 3 | 3 | 36.09
muxes | 1 | 1 | 6.015
xor gates and xnor gates | 5 | 5 | 26.32
==> layout by cell type (no fill, tap or decap), types with 2 or more instances in the layout <==
master / count
inv_1: 2
buf_4: 5
clkdlybuf4s50_1: 5
buf_2: 4
inv_2: 4
xor2_1: 2
fa_2: 3
xnor2_2: 2
==> metrics by stage <==
step	area [µm²]	TNS, ps
global route	377.9	-281.5
detailed placement	356.6	-2725
floorplan	166.4	0
finish	377.9	-180.3
global placement	356.6	-2652
CTS	359.1	-278.1
==> timing repair <==
| item | CTS | global route |
|---|---|---|
| resized | 36 | 6 |
| buffers inserted | 0 | 1 |
| pin swaps | 5 | 4 |
| endpoints found under the setup margin | 4 | 2 |
==> worst max path at each step <==
stage         slack (ps)  cells after the start  start    to
CTS                 -170                      9   B[0]  S[3]
global route        -160                      9   B[0]  S[3]
finish              -120                      9   B[0]  S[3]
==> where the power goes <==
part	internal [W]	switching, W	leakage [nW]
logic	0.0000593	0.0000341	0.168
clock network	0	0	0
registers	0	0	0
Power is estimated from default activity; no workload was simulated.
