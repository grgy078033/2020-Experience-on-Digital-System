==> design/flow/design.v <==
module lcd_ctrl(clk, reset, datain, cmd, cmd_valid, dataout, output_valid, busy);
input           clk;
input           reset;
input   [7:0]   datain;
input   [2:0]   cmd;
input           cmd_valid;
output reg [7:0]   dataout;
output reg         output_valid;
output reg         busy;
reg cur_state,next_state;  
reg [5:0] img_counter;     
reg [2:0] row,col;         
reg [2:0] row_t,col_t;         
reg [5:0] out_pos;          
reg [2:0] cmd_reg;         
reg [7:0] data_buff[35:0];  
localparam REFLASH     = 3'd0;
localparam LOAD_DATA   = 3'd1;
localparam SHIFT_RIGHT = 3'd2;
localparam SHIFT_LEFT  = 3'd3;
localparam SHIFT_UP    = 3'd4;
localparam SHIFT_DOWN  = 3'd5;
localparam WAIT_CMD = 1'b0;
localparam PROCESS  = 1'b1;
always @ ( posedge clk or posedge reset ) begin    
    if (reset)  
        cur_state <= WAIT_CMD;
    else
        cur_state <= next_state;
end 
always @ ( * ) begin     
    case ( cur_state )
        WAIT_CMD : begin
            if ( cmd_valid )
                next_state = PROCESS;
            else
                next_state = WAIT_CMD;
        end
        PROCESS : begin
            if ( ( cmd_reg == REFLASH ) && img_counter[5:3] == 3'd2 && img_counter[2:0] == 3'd2 )
                next_state = WAIT_CMD;
            else
                next_state = PROCESS;
        end
    endcase
end
always @ (*) begin   
end
always @ ( posedge clk or posedge reset ) begin   
    if (reset) begin
        row <= 3'd2;
        col <= 3'd2;
        dataout <= 8'd0;
        output_valid <= 1'd0;
        busy <= 1'd0;
        cmd_reg <= REFLASH;
        img_counter <= 6'd0;
    end
    else begin
        if ( cur_state == WAIT_CMD ) begin
            if ( cmd_valid ) begin
                cmd_reg <= cmd;
                busy <= 1'd1;
            end
            img_counter <= 6'd0;
            output_valid <= 1'd0;
        end
        else begin
            case ( cmd_reg )
                REFLASH : begin
                    dataout <= data_buff[out_pos];
                    if ( img_counter[2:0] == 3'd2 ) begin
                        img_counter[5:3] <= img_counter[5:3] + 1'd1;
                        img_counter[2:0] <= 3'd0;
                    end
                    else begin
                        img_counter <= img_counter + 6'd1;
                    end
                    if ( img_counter[5:3] == 3'd2 && img_counter[2:0] == 3'd2 ) begin
                        busy <= 1'd0;
                    end
                    output_valid <= 1'd1;
                end
                LOAD_DATA : begin
                    if (img_counter == 6'd35) begin
                        img_counter <= 6'd0;
                        cmd_reg <= REFLASH;
                    end
                    else
                        img_counter <= img_counter + 6'd1;
                    data_buff[img_counter] <= datain;
                    row <= 3'd2;
                    col <= 3'd2;
                end
                SHIFT_RIGHT : begin
                end
                SHIFT_LEFT : begin
                end
                SHIFT_UP : begin
                end
                default : begin  
                end
            endcase
        end
    end
end
endmodule
==> design/flow/run.sh <==
#!/bin/bash
# OpenROAD 26Q1-2900-gdf79404cd8, Yosys 0.63+post, stock flow scripts
make -C /OpenROAD-flow-scripts/flow DESIGN_CONFIG=/design/flow/config.mk WORK_HOME=/design/flow/orfs finish
==> design/flow/config.mk <==
export PLATFORM = sky130hd
export DESIGN_NAME = lcd_ctrl
export DESIGN_NICKNAME = lcd_ctrl
export VERILOG_FILES = /design/flow/design.v
export SDC_FILE = /design/flow/constraint.sdc
export NUM_CORES = 4
export LEC_CHECK = 1
export CORE_AREA = 10 10 105 105
export DIE_AREA = 0 0 115 115
==> design/flow/constraint.sdc <==
current_design lcd_ctrl

set clk_period 4.2
set clk_io_pct 0.2

create_clock -name clk0 -period $clk_period [get_ports {clk}]

set non_clock_inputs [all_inputs -no_clocks]
set_input_delay [expr $clk_period * $clk_io_pct] -clock clk0 $non_clock_inputs
set_output_delay [expr $clk_period * $clk_io_pct] -clock clk0 [all_outputs]
==> impl_report.txt <==
RUN METRICS
----------------------------------------------------
[Clock network]
  Cts repair resizes ........................ 0
  Clock root cell ........................ sky130_fd_sc_hd__clkbuf_8
  Post-CTS Repair Setup Buffers ........................ 0
  Clock-pin transition on the worst setup and hold timing paths ........................ 90 ps
  Clock Tree Buf Depth ........................ 2
  H-Tree Depth ........................ 1
  Number of buffers inserted for hold repair after clock tree synthesis ........................ 0
  Total clock sinks ........................ 28
  Number of buffers created by CTS ........................ 3
  Insertion delay of the later-clocked pin in the worst-skew pair ........................ 270 ps
  CTS tree ........................ built

[Routing]
  Initial drt markers ........................ 28
  Antenna Nets Post-Route ........................ 0
  Number of diodes ........................ 0
  Detail-routed via count per cell ........................ 3.59
  Number of remaining DRC errors ........................ 0
  Total iterations of the first detailed-routing run ........................ 4
  Wire per inst ........................ 11.6 µm
  Routed WL ........................ 2640 µm
  Via total after detailed routing ........................ 814

[Final timing]
  Min cycle time layout ........................ 2200 ps
  Hold Vio Cnt, Final ........................ 0
  Setup skew after layout ........................ 2.21 ps
  Setup repair after global routing missed its margin ........................ false
  Worst-case headroom to the max-slew limit ........................ 41.8%
  Setup-failing EPs final ........................ 0
  Post-route fraction of the period consumed by the critical path ........................ 52.3%
  Actual transition at the worst max-transition pin ........................ 871 ps
  Final TNS setup ........................ 0 ps
  Top achievable clock speed ........................ 456 MHz
  Slew Viols, Final ........................ 0

[Die]
  Chip width ........................ 115 µm
  Chip area ........................ 0.0132 mm²
  Core utilization before placement ........................ 14.3%
  DIE HEIGHT ........................ 115 µm
  Number of top-level pins ........................ 24
  Standard cell core area ........................ 0.00876 mm²
  Cell Rows ........................ 34

[Finish]
  Largest registers in the final layout ........................ data_buff: 8 flops, dataout: 8 flops, img_counter: 6 flops
  Share of layout cells above drive strength 1 ........................ 18.5%
  Syn-to-layout area delta ........................ 35.4%

[Logic synthesis]
  Yosys Warn Count ........................ 8
  Top area cell types ........................ sky130_fd_sc_hd__dfrtp_1 (40%), sky130_fd_sc_hd__edfxtp_1 (19%), sky130_fd_sc_hd__mux2_2 (9.9%)
  Total standard cell area after synthesis ........................ 0.00125 mm²
  Share of flip-flops with an asynchronous set or reset ........................ 71.4%
  Count of different cell masters after synthesis ........................ 31
  Most popular library cell in the synthesized design by count ........................ sky130_fd_sc_hd__dfrtp_1
  Share of the synthesized area in the top cell type ........................ 40.0%
  Number of synthesized register bits ........................ 28
  Chip area from the yosys synthesis statistics ........................ 0.00125 mm²
  Cells after Synth ........................ 92
  Syn_area_per_cell ........................ 13.6 µm²
  Number of synthesized flops with an enable pin ........................ 8
  Leading register cell type out of synthesis ........................ sky130_fd_sc_hd__dfrtp_1
  Commonest cells in the netlist ........................ sky130_fd_sc_hd__dfrtp_1 (20), sky130_fd_sc_hd__mux2_2 (11), sky130_fd_sc_hd__edfxtp_1 (8)
  Biggest area consumer among synthesized cells ........................ sky130_fd_sc_hd__dfrtp_1
  Sequential share of the synthesized area ........................ 59.2%
  Cells in synth_stat.txt ........................ 92

[Worst setup path]
  Top fanout value on the critical path ........................ 8
  Required arrival time at the worst endpoint ........................ 4110 ps
  Worst endpoint data arrival time ........................ 2100 ps
  Type of the worst setup path ........................ reg -> reg
  Critical path's largest stage delay ........................ 750 ps
  Endpoint class of the critical path ........................ flip-flop
  Crit start category ........................ flip-flop
  CP max stage cell ........................ sky130_fd_sc_hd__nor4b_2
  Critical path cell sequence ........................ nor4b_4 > nand3_1 > nor4b_2

[Pwr]
  Switching Power ........................ 0.250 mW
  Internal ........................ 0.677 mW
  Power per cell area ........................ 548 mW/mm²
  Clock Power Share ........................ 22.5%
  Peak VDD IR ........................ 0.164 mV
  Post-layout power ........................ 0.928 mW
  Static leakage power ........................ 0.636 nW
  Combinational Power Share ........................ 31.0%
  Sequential group share of total power ........................ 46.5%
  Switching power share of the total ........................ 27.0%

[Worst hold path]
  Worst hold-check path type ........................ reg -> reg

[GRT]
  Global-route wire length before repair ........................ 4240 µm
  Number of antenna violations at the first check in global routing ........................ 0
  Pin count of the biggest net entering global routing ........................ 21
  Residual overflow from global routing ........................ 0
  Number of global-route vias before repair ........................ 849
  Global-route usage over all layers ........................ 3.95%

[Placed design]
  Final estimated routing congestion in global placement ........................ 0.848
  HPWL after DPL ........................ 2030 µm
  Buffers added on ports ........................ 23

[Job]
  Number of maximum-capacitance constraint violations ........................ 0
  Number of OpenROAD warnings ........................ 28

[Run status]
  Run status ........................ complete, no violations

----------------------------------------------------
[worst max-delay path, delay by kind of cell, from the launching register on]
kind,cells,cell delay (ps)
DFF,1,480
and+or+nand+nor,3,1350
[power by group through the flow]
| stage | Sequential, mW | Combinational (mW) | Clock (mW) |
|---|---|---|---|
| 6_report | 0.431 | 0.288 | 0.209 |
| 5_1_grt | 0.445 | 0.320 | 0.225 |
| 4_1_cts | 0.431 | 0.294 | 0.214 |
[routing by layer]
layer / share of wire, % / track usage [%] / vias to the layer above / wire, µm
met1: 45 / 5.04 / 392 / 1190
met4: 0.65 / 0.330 / 0 / 17
met5: 0 / 0 / - / 0
met2: 43 / 5.97 / 27 / 1140
li1: - / - / 393 / -
met3: 11 / 2.27 / 2 / 293
[through the flow]
| step | setup WS (ps) | cell area (µm²) | instances | hold WS, ps | util, % |
|---|---|---|---|---|---|
| after floorplan | 1920 | 1250 | 92 | 430 | - |
| after global routing | 1820 | 1690 | 227 | 497 | 19.3 |
| after global placement | 1780 | 1620 | 223 | 456 | 18.5 |
| after detailed placement | 1720 | 1620 | 223 | 461 | 18.5 |
| after CTS | 1960 | 1690 | 227 | 483 | 19.3 |
| final | 2000 | 1690 | 227 | 479 | 19.3 |
[layout by cell type (no fill, tap or decap), drive strengths merged]
cell type	synthesis	routed
a211oi	1	1
a21boi	2	2
a21o	1	1
a21oi	2	2
a221o	1	1
a22o	1	1
a31oi	1	1
a32oi	1	1
and2	1	1
and2b	1	1
and3	1	1
bufinv	0	1
clkbuf	0	3
clkdlybuf4s50	0	23
dfrtp	20	20
edfxtp	8	8
ha	5	5
inv	5	5
mux2	11	11
nand2	5	5
nand3	3	3
nand4b	1	1
nor2	4	4
nor2b	2	2
nor3b	1	1
nor4	1	1
nor4b	2	2
o21a	1	1
o21ai	4	4
o22ai	1	1
or3	2	2
or3b	3	3
[final timing paths]
check	start	to	slack [ps]	depth (start not counted)
worst min register to register	data_buff[0][3]	dataout[3]	480	1
worst max-delay path	img_counter[2]	data_buff[0][1]	2000	3
min in group asynchronous	reset	img_counter[1]	1060	2
worst max register to register	img_counter[2]	data_buff[0][1]	2000	3
worst min-delay path	data_buff[0][3]	dataout[3]	480	1
max in group asynchronous	reset	dataout[0]	2650	2
[cells by family (layout without fill, tap and decap cells)]
| family | count (synthesis) | after routing | share of synthesized area [%] |
|---|---|---|---|
| flip-flops | 28 | 28 | 59.2 |
| AND/OR/NAND/NOR | 27 | 27 | 15.3 |
| AND-OR/OR-AND | 16 | 16 | 9.10 |
| multiplexers | 11 | 11 | 9.90 |
| adder cells (fa/ha/maj) | 5 | 5 | 5.00 |
| buffers and inverters | 5 | 32 | 1.50 |
[area by class of cell]
cell class                      count  area (µm²)
Clock buffer                        3        41.3
Sequential cell                    28         741
Fill cell                         945        7070
Tap cell                          108         135
Inverter                            5        18.8
Timing Repair Buffer               23         230
Clock inverter                      1        30.0
Multi-Input combinational cell     59         498
Power is estimated from default activity; no workload was simulated.
