==> design/flow/design.v <==
module lab10(clk,rst,btn_left,btn_right,dot_row,dot_col,move_left,move_right);
	input clk,rst,btn_left,btn_right;
	output reg [7:0] dot_row;
	output reg [15:0] dot_col;
	output move_left,move_right;
	reg [31:0] cnt_div,cnt_dot;
	reg [15:0] dot_col_buff[0:7];
	reg [2:0] row_count;
	reg clk_div,clk_dot;
	btn_control left_btn_control(clk,rst,btn_left,move_left);
	btn_control right_btn_control(clk,rst,btn_right,move_right);
	always@(posedge clk)
	begin
		if (~rst)
		begin
			cnt_div <= 32'b0;
			cnt_dot <= 32'b0;
			clk_div <= 1'b0;
			clk_dot <= 1'b0;
		end
		else
		begin
			if(cnt_dot == 5000) begin
				cnt_dot <= 32'b0;
				clk_dot <= ~clk_dot;
			end
			else begin
				cnt_dot <= cnt_dot + 1;
			end
			if(cnt_div == 6250000) begin
				cnt_div <= 32'b0;
				clk_div <= ~clk_div;
			end
			else begin
				cnt_div <= cnt_div + 1;
			end
		end
	end
	always@ (posedge clk_dot or negedge rst)
	begin
		if (~rst)
		begin
			dot_row <= 8'd0;
			dot_col <= 16'd0;
			row_count <= 3'd0;
		end
		else
		begin
			if(row_count == 3'd7) begin
				row_count <= 3'd0;
				end
			else begin
		    row_count <= row_count + 1;
			 dot_col <= dot_col_buff[row_count];
		    case (row_count)
				3'd0: dot_row <= 8'b01111111;
				3'd1: dot_row <= 8'b10111111;
				3'd2: dot_row <= 8'b11011111;
				3'd3: dot_row <= 8'b11101111;
				3'd4: dot_row <= 8'b11110111;
				3'd5: dot_row <= 8'b11111011;
				3'd6: dot_row <= 8'b11111101;
				3'd7: dot_row <= 8'b11111110;
			endcase
			end
		end
	end
	always@ (posedge clk_div or negedge rst)
	begin
		if (~rst) begin
			dot_col_buff[0] = 15'b0001110000000000;
			dot_col_buff[1] = 15'b0001011000000000;
			dot_col_buff[2] = 15'b0001111000000000;
			dot_col_buff[3] = 15'b0011100000000000;
			dot_col_buff[4] = 15'b1011111000000000;
			dot_col_buff[5] = 15'b1111100000000000;
			dot_col_buff[6] = 15'b0111100000000000;
			dot_col_buff[7] = 15'b0010100000000000;
		end
		else begin
			if(move_left == 1) begin
			dot_col_buff[0] <= {dot_col_buff[0][14:0], dot_col_buff[0][15]};
			dot_col_buff[1] <= {dot_col_buff[1][14:0], dot_col_buff[1][15]};
			dot_col_buff[2] <= {dot_col_buff[2][14:0], dot_col_buff[2][15]};
			dot_col_buff[3] <= {dot_col_buff[3][14:0], dot_col_buff[3][15]};
			dot_col_buff[4] <= {dot_col_buff[4][14:0], dot_col_buff[4][15]};
			dot_col_buff[5] <= {dot_col_buff[5][14:0], dot_col_buff[5][15]};
			dot_col_buff[6] <= {dot_col_buff[6][14:0], dot_col_buff[6][15]};
			dot_col_buff[7] <= {dot_col_buff[7][14:0], dot_col_buff[7][15]};
			end
			else if(move_right == 1) begin
			dot_col_buff[0] <= {dot_col_buff[0][0], dot_col_buff[0][15:1]};
			dot_col_buff[1] <= {dot_col_buff[1][0], dot_col_buff[1][15:1]};
			dot_col_buff[2] <= {dot_col_buff[2][0], dot_col_buff[2][15:1]};
			dot_col_buff[3] <= {dot_col_buff[3][0], dot_col_buff[3][15:1]};
			dot_col_buff[4] <= {dot_col_buff[4][0], dot_col_buff[4][15:1]};
			dot_col_buff[5] <= {dot_col_buff[5][0], dot_col_buff[5][15:1]};
			dot_col_buff[6] <= {dot_col_buff[6][0], dot_col_buff[6][15:1]};
			dot_col_buff[7] <= {dot_col_buff[7][0], dot_col_buff[7][15:1]};
			end
		end
		end
endmodule
module btn_control(clk,rst,btn_signal,move);
	input clk,rst,btn_signal;
	output reg move;
	reg [31:0] cnt;
	always@(posedge clk or negedge rst)
	begin
		if (~rst)
		begin
			move <= 1'b0;
			cnt <= 32'd0;
		end
		else
		begin
			if (cnt == 12500000)
			begin
				move <= 1'b0;
				cnt <= 32'd0;
			end
			else if(cnt[7:0] == 8'd0)
			begin
				move <= (!btn_signal)? 1'b1 : move;
				cnt <= cnt + 32'b1;
			end
			else
			begin
				cnt <= cnt + 32'b1;
			end
		end
	end
endmodule
==> design/flow/run.sh <==
#!/bin/bash
# OpenROAD 26Q1-2900-gdf79404cd8, Yosys 0.63+post, stock flow scripts
make -C /OpenROAD-flow-scripts/flow DESIGN_CONFIG=/design/flow/config.mk WORK_HOME=/design/flow/orfs finish
==> design/flow/config.mk <==
export PLATFORM = sky130hd
export DESIGN_NAME = lab10
export DESIGN_NICKNAME = lab10
export VERILOG_FILES = /design/flow/design.v
export SDC_FILE = /design/flow/constraint.sdc
export NUM_CORES = 4
export LEC_CHECK = 1
export CORE_UTILIZATION = 40
==> design/flow/constraint.sdc <==
current_design lab10

set clk_period 6.4
set clk_io_pct 0.2

create_clock -name clk0 -period $clk_period [get_ports {clk}]

set non_clock_inputs [all_inputs -no_clocks]
set_input_delay [expr $clk_period * $clk_io_pct] -clock clk0 $non_clock_inputs
set_output_delay [expr $clk_period * $clk_io_pct] -clock clk0 [all_outputs]
==> flow_summary.yaml <==
# synthesis and place-and-route metrics
global_routing:
  grt_pass1_wl_microns: 49800
  grt_pass1_vias: 9351
  track_usage_pct: 18.6
  antenna_found_initial: 0
  grt_max_degree: 98
  grt-ovfl-total: 0
job:
  cap_violations: 0
  tool_warnings: 33
detailed_routing:
  avgViaCountPerCell: 5.50
  vias: 9991
  dr.pass1.iters: 5
  wl_per_cell_microns: 16.1
  routed_wl_microns: 29300
  antennaDiodeCount: 0
  route.detailed.drc: 0
  antenna_left: 0
  drt_iter0_drc: 763
sta:
  skew_ps: 6.77
  unconstrained_endpoints: 163
  setup_viol: 0
  hold_viol: 0
  fin_crit_ps: 3250
  unclocked_pins: 139
  fin_setup_tns_ps: 0
  fin_crit_sh_pct: 50.8
  slew_violations: 0
  rsz0062_at_grt: "no"
  relSlewSlack_pct: 44.4
  max_freq_mhz: 307
  worst_pin_slew_ps: 827
synthesis:
  yosys.area.top_type_share_pct: 33.5
  mux_share_pct: 10.3
  fa_ha_area_share_pct: 1.31
  yosysTopAreaCell: "dfrtp_1"
  ys_seq_share_pct: 48.5
  ys_sh_simple_pct: 19.4
  dominantRegCellSynth: "dfrtp_1"
  ys_chip_area_sq_um: 13400
  aoi_share_pct: 12.4
  yosys-top-cells-count: "dfrtp_1 (179), nand2_1 (154), o21ai_0 (140)"
  synth-async-reset-ratio_pct: 75.6
  edf_count: 0
  synth_cells: 1374
  syn-cell-area_sq_um: 13400
  ys.flops: 271
  syn_area_per_cell_sq_um: 9.72
  yosysWarnings: 5
  xor_share_pct: 4.72
  yosys.cell_count.top_type: "dfrtp_1"
  yosys-top-cells-area: "dfrtp_1 (34%), dfxtp_1 (9.9%), mux2i_1 (8.5%)"
  ys_cells: 1374
  synth.logic.top_family: "simple AND/OR/NAND/NOR gates"
  yosysUniqueCellTypes: 51
cts:
  cts_tree: "done"
  postCtsHoldBufs: 0
  cts_buffers: 17
  clockBufferDepth: 2
  clk_pin_slew_ps: 60
  clock_latency_ps: 420
  cts_root_buf: "clkbuf_16"
  post_cts.repair.setup_buffers: 0
  htreeDepth: 4
  ctsResizeCount: 0
finish:
  syn2layout_area_growth_pct: 9.83
  layout.area.comb_sq_um: 6450
  seq_area_sq_um: 6490
  fin_cells: 1815
  drive_gt1_share_pct: 8.45
  finalInstanceArea_sq_um: 14700
  fill_cells: 3112
setup_path:
  r2r_cells: 5
  path_delay_family: "flip-flops"
  startpoint_type: "flop"
  crit_path_end_kind: "output pin"
  arrival_ps: 1970
  slowest_delay_ps: 960
  path_cells: "clkdlybuf4s50_1"
  regToRegStartpoint: "cnt_div[0]"
  critPathBufInv: 1
  crit_slowest_cell: "dfrtp_4"
  r2r_end: "cnt_div[26]"
  worst_ep_required_time_ps: 5120
  crit_fanout: 49
  crit_type: "reg -> out"
  r2r_slack_ps: 4020
min_path:
  hold_depth: 1
  hp-start: "cnt_dot[0]"
  min_to: "cnt_dot[0]"
  hold_path.class: "reg -> reg"
placed_design:
  gp_congestion: 0.820
  place_area_sq_um: 14100
  port_buffers: 29
  place_hpwl_microns: 19300
  dpl.cell_count: 1783
floorplan:
  die_h_microns: 185
  coreArea_sq_um: 32700
  die_w_microns: 185
  floorplan.core_util_pct: 40.9
  row_count: 66
  die-area_sq_um: 34100
  io_pins: 30
power_and_ir_drop:
  power_density_nw_per_um2: 126
  max-vdd-ir-drop_uv: 253
  p_leak_uw: 0.00631
outcome:
  status: "finished clean"
==> routing by layer <==
metal	GRT usage, %	up-vias	part of all wire [%]
li1	-	4988	-
met1	31.3	4850	51
met2	27.4	132	45
met3	2.41	21	3.3
met4	2.38	0	1.2
met5	0	-	0
==> cells in the final DEF (no fill, tap or decap), drive strengths merged, types with 26 or more instances in the layout <==
cell / instances
nand4: 51
mux2i: 113
clkdlybuf4s50: 28
inv: 35
a21oi: 71
nand3: 47
xor2: 32
dfrtp: 179
o21ai: 142
or3: 29
xnor2: 40
or4: 34
nor2: 61
dfstp: 26
nor4: 28
nand2: 155
dfxtp: 66
==> where the power goes <==
part | internal, uW | switching [uW]
sequential | 832 | 4.24
clock | 619 | 352
combinational | 8.96 | 36.9
==> stage by stage <==
stage / utilization, % / hold slack (ps) / worst slack (ps) / power (uW)
floorplan: - / 438 / 4260 / 865
global placement: 43.0 / 450 / 3560 / 900
detailed placement: 43.0 / 462 / 3560 / 901
CTS: 44.9 / 476 / 3090 / 1880
global route: 44.9 / 501 / 3050 / 1920
finish: 44.9 / 471 / 3150 / 1850
==> kinds of logic after synthesis <==
logic type,Yosys count
simple gates,486
flops,271
fa+ha+maj,14
buf+inv,116
xor+xnor,72
compound gates,280
mux,135
==> flip-flops by register name, summed over array words and instances, names as in the netlist <==
signal and flops:
clk_div 1, clk_dot 1, cnt_div 32, cnt_dot 32
dot_col 16, dot_col_buff 112, dot_row 8, left_btn_control.cnt 32
left_btn_control.move 1, right_btn_control.cnt 32, right_btn_control.move 1, row_count 3
==> worst max path at each step <==
stage	from	end	slack (ps)	depth (start not counted)
final	right_btn_control.move	move_right	3150	1
after global routing	right_btn_control.move	move_right	3050	1
after CTS	right_btn_control.move	move_right	3090	1
==> final cells by class <==
cell class | count | area share [%]
Timing Repair Buffer | 49 | 3.04
Sequential cell | 271 | 44.3
Tap cell | 442 | 3.77
Inverter | 34 | 0.870
Multi-Input combinational cell | 987 | 44.0
Clock inverter | 7 | 0.435
Clock buffer | 25 | 3.67
Power is estimated from default activity; no workload was simulated.
